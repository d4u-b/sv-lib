===== flow/design.v =====
module prbs_itu_o150
  #(
    parameter DATW = 64,
    parameter STA0 = 9, 
    parameter STA1 = 5  
    )
  (
   input logic [STA0-1:0]  iprbs_cur,
   output logic [STA0-1:0] oprbs_nxt,
   output logic [DATW-1:0] oprbs_dat
   );
  logic [DATW-1:0]         prbs_dat;
  logic [STA0-1:0]         prbs_shf;
  always_comb begin
    for(int unsigned i=0;i<DATW;i++) begin
      if(i==0) begin
        prbs_dat[DATW-1] = iprbs_cur[STA0-1]^iprbs_cur[STA1-1];
        prbs_shf         = {iprbs_cur[STA0-2:0],(iprbs_cur[STA0-1]^iprbs_cur[STA1-1])};
      end
      else begin
        prbs_dat[DATW-1-i]  = prbs_shf[STA0-1]^prbs_shf[STA1-1];
        prbs_shf            = {prbs_shf[STA0-2:0],(prbs_shf[STA0-1]^prbs_shf[STA1-1])};
      end
    end
  end
  assign oprbs_dat    = prbs_dat;
  assign oprbs_nxt    = prbs_shf;
endmodule  

===== flow/run.sh =====
#!/bin/bash
# OpenROAD 26Q1-2900-gdf79404cd8, Yosys 0.63+post, stock flow scripts
make -C /OpenROAD-flow-scripts/flow DESIGN_CONFIG=/design/flow/config.mk WORK_HOME=/design/flow/orfs finish

===== flow/config.mk =====
export PLATFORM = sky130hd
export DESIGN_NAME = prbs_itu_o150
export DESIGN_NICKNAME = prbs_itu_o150
export VERILOG_FILES = /design/flow/design.v
export SDC_FILE = /design/flow/constraint.sdc
export NUM_CORES = 4
export LEC_CHECK = 1
export CORE_AREA = 10 10 104 104
export DIE_AREA = 0 0 114 114

===== flow/constraint.sdc =====
current_design prbs_itu_o150

set clk_period 5.3
set clk_io_pct 0.2

create_clock -name clk0 -period $clk_period

set non_clock_inputs [all_inputs -no_clocks]
set_input_delay [expr $clk_period * $clk_io_pct] -clock clk0 $non_clock_inputs
set_output_delay [expr $clk_period * $clk_io_pct] -clock clk0 [all_outputs]

==> run_results.csv <==
group,metric,value,unit
cells_and_area,clkbuf_count,0,
floorplan,fp.dieH,114,um
route,diodes,0,
place,dp_hpwl,3680,um
power_and_ir_drop,swShare,29.9,%
power_and_ir_drop,p_int,0.290,mW
timing,drv_slew,0,
job,warning_count,32,
power_and_ir_drop,powerDensity,225,mW/mm2
cells_and_area,drive_gt1_share,7.10,%
place,place.port_buffers,82,
timing,tightest_slew,0.563,ns
power_and_ir_drop,totalPowerFinal,0.414,mW
global_routing,grt_first_pass_wirelength,6240,um
worst_setup_path,path_class,"input pin to output pin",
global_routing,antenna_found_initial,0,
synth,ys_seq_share,0,%
synth,ys_warn_count,1,
synth,synthCells,100,
global_routing,grt_max_degree,10,
place,placed_cell_area,0.00184,mm2
synth,postSynthAreaPerCell,10.0,um2
synth,yosysCellCount,100,
status,status,"completed",
global_routing,overflow,0,
power_and_ir_drop,leakage,0.714,nW
power_and_ir_drop,ir_worst_vdd,0.116,mV
min_path,min_from,"iprbs_cur[7]",
synth,topCellsByArea,"xnor2_1 (33%), xor2_1 (22%), buf_4 (9.8%), xor2_4 (5.5%), xor3_2 (5.0%)",
cells_and_area,flop-count,0,
power_and_ir_drop,p_sw,0.124,mW
cells_and_area,regArea,0,um2
synth,synth_chip_area,1000,um2
cells_and_area,final_util,21.2,%
cells_and_area,area_growth,84.4,%
floorplan,core,0.00868,mm2
clock_tree,post-cts-setup-buffer-count,0,
cells_and_area,combGateArea,820,um2
route,drc,0,
power_and_ir_drop,p_seq_share,0,%
worst_setup_path,crit_path_cell_trace,"clkdlybuf4s50_1 > xor3_2 > xor3_2 > xnor3_1 > clkdlybuf4s50_1",
clock_tree,ctsHoldBuffers,0,
min_path,hold_depth,3,
cells_and_area,final.fill_count,960,
synth,yosysTopAreaCell,"xnor2_1",
min_path,hp-class,"input pin to output pin",
timing,max_clock_freq,219,MHz
synth,synth_area,1000,um2
power_and_ir_drop,power_frac_clock,0,%
worst_setup_path,end_kind,"output pin",
synth,top_area_share,33.3,%
floorplan,die_width,114,um
timing,whs,3.34,ns
floorplan,initial_utilization,11.5,%
floorplan,num_rows,34,
place,gp_congestion,0.751,
global_routing,grt_pass1_vias,983,
worst_setup_path,startpoint_type,"input pin",
cells_and_area,design_area,0.00184,mm2
route,via_per_inst,3.05,
global_routing,grt_usage,6.15,%
synth,synth_cell_types,14,
timing,hold_viol,0,
route,route.vias.total,845,
route,drt-initial-drc-count,32,
worst_setup_path,slowest_stage,"clkdlybuf4s50_1",
timing,fin_crit_sh,86.2,%
route,routed_wl,4130,um
route,antenna_left,0,
power_and_ir_drop,pwr-share-comb,100.0,%
job,maxCapViolations,0,
worst_setup_path,critPathArrivalTime,3.51,ns
route,wire_per_inst,14.9,um
floorplan,num_io_pins,82,
timing,max_slew_margin,62.3,%
worst_setup_path,critPathRequiredTime,4.24,ns
clock_tree,cts_resized,0,
floorplan,dieArea,0.0130,mm2
worst_setup_path,slowest_delay,0.81,ns
timing,grt_setup_unrepaired,"no",
timing,setup_viol,0,
timing,finalSetupTns,0,ns
worst_setup_path,path_max_fanout,7,
timing,period_minus_slack,4.57,ns
route,first_pass_iters,2,
min_path,whs_endpoint,"oprbs_dat[62]",
-- final cells by class --
cell class	count	area share [%]
timing repair buffer	87	46.6
tap	108	7.33
multi-input combinational	74	44.5
inverter	8	1.63
-- cell usage after synthesis --
cell type,instances
buf_2,1
buf_4,13
buf_6,3
clkbuf_8,1
inv_1,8
xnor2_1,38
xnor2_2,1
xnor2_4,1
xnor3_1,2
xnor3_4,1
xor2_1,25
xor2_4,2
xor3_1,2
xor3_2,2
-- routing by layer --
| metal | global-route usage (%) | up-vias | share of wire [%] |
|---|---|---|---|
| li1 | - | 419 | - |
| met2 | 10.8 | 44 | 48 |
| met4 | 0 | 0 | 0 |
| met5 | 0 | - | 0 |
| met3 | 2.50 | 0 | 11 |
| met1 | 7.29 | 382 | 41 |
-- placed cells by master, fill, tap and decap left out --
cell type,instances
clkdlybuf4s50_1,82
xnor2_1,38
xor2_1,25
inv_1,8
buf_4,5
xor2_4,2
xor3_2,2
xnor3_1,2
xor3_1,2
xnor2_4,1
xnor2_2,1
xnor3_4,1
-- worst max-delay path, delay by kind of cell --
kind      cells  cell delay, ns
xor+xnor      3            1.17
buf+inv       2            1.27
-- cell families (layout without fill, tap and decap cells) --
group                  count (synthesis)  after routing  synth area share (%)
buffers and inverters                 26             95                  18.0
XOR/XNOR                              74             74                  82.0
-- power by group through the flow --
stage / Combinational, mW / Sequential [mW] / Clock (mW)
CTS: 0.429 / 0 / 0
global route: 0.457 / 0 / 0
finish: 0.414 / 0 / 0
-- per-stage QoR --
stage	setup WS (ns)	instances
6_report	0.732	277
5_1_grt	0.606	277
4_1_cts	0.701	277
3_5_place_dp	0.707	277
3_3_place_gp	0.732	277
2_1_floorplan	2.07	100
-- worst max path at each step --
stage | start | endpoint | slack [ns] | depth (start not counted)
after CTS | iprbs_cur[2] | oprbs_dat[9] | 0.70 | 5
final | iprbs_cur[2] | oprbs_dat[9] | 0.73 | 5
after global routing | iprbs_cur[2] | oprbs_dat[9] | 0.61 | 5
Power is estimated from default activity; no workload was simulated.
